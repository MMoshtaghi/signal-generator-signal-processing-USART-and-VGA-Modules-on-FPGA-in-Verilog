### flow/config.mk
export PLATFORM = sky130hd
export DESIGN_NAME = Sync
export DESIGN_NICKNAME = Sync
export VERILOG_FILES = /design/flow/design.v
export SDC_FILE = /design/flow/constraint.sdc
export NUM_CORES = 4
export LEC_CHECK = 1
export CORE_UTILIZATION = 40
export SYNTH_HDL_FRONTEND = slang
### flow/constraint.sdc
current_design Sync

set clk_period 4.7
set clk_io_pct 0.2

create_clock -name clk0 -period $clk_period [get_ports {clk}]

set non_clock_inputs [all_inputs -no_clocks]
set_input_delay [expr $clk_period * $clk_io_pct] -clock clk0 $non_clock_inputs
set_output_delay [expr $clk_period * $clk_io_pct] -clock clk0 [all_outputs]
### flow/design.v
`timescale 1ns / 1ps
module Sync(
    input clk,
    output reg h_sync,
    output reg v_sync,
    output reg [9:0] pixel_x,
    output reg [9:0] pixel_y,
    output video_on
    );
	parameter 
		Dis_h = 640,
		Ret_h = 96,
		FP_h = 16,
		BP_h = 48;	
	parameter 
		Dis_v = 480,
		Ret_v = 2,
		FP_v = 10,
		BP_v = 33; 
	reg [9:0] h_cntr = 0;  
	reg [9:0] v_cntr = 0;  
	reg h_on = 1;
	reg v_on = 1;
	assign video_on = h_on & v_on;  
	always@(posedge clk) 
		begin
			if(h_cntr < Dis_h)
				pixel_x <= h_cntr;
			else 
				pixel_x <= 0;
			if(v_cntr < Dis_v)
				pixel_y <= v_cntr;
			else
				pixel_y <= 0;
		end
	always@(posedge clk) 
		begin
			h_cntr <= h_cntr + 1;
			if (h_cntr == (Dis_h - 1))
				h_on <= 0;
			if (h_cntr == (Dis_h + FP_h + Ret_h + BP_h + -1))
				begin
					h_cntr <= 0;
					h_on <= 1;
				end
		end
	always@(posedge clk)		
		begin
			if (v_cntr == (Dis_v - 1))
				v_on <= 0;
			else if (v_cntr == (Dis_v + FP_v + BP_v + Ret_v - 1))
			begin
				v_on <= 1;
			end
		end
	always@(posedge clk) 
		begin
			if (h_cntr == (Dis_h +FP_h - 1))
				h_sync <= 0;
			if (h_cntr ==(Dis_h + FP_h + Ret_h - 1))
				h_sync <= 1;
		end
	always@(posedge clk) 
		begin
			if (v_cntr ==(Dis_v + FP_v - 1))
				v_sync <= 0;
			if (v_cntr == (Dis_v + FP_v + Ret_v - 1))
				v_sync <= 1;
		end
	always@(posedge clk)  
		begin
			if (h_cntr == (Dis_h + FP_h + Ret_h + BP_h - 1))
				v_cntr <= v_cntr + 1;
			if (v_cntr == (Dis_v + FP_v + Ret_v + BP_v - 1))
				v_cntr <= 0;
		end
endmodule
### flow/run.sh
#!/bin/bash
# OpenROAD 26Q1-2900-gdf79404cd8, Yosys 0.63+post, stock flow scripts
make -C /OpenROAD-flow-scripts/flow DESIGN_CONFIG=/design/flow/config.mk WORK_HOME=/design/flow/orfs finish
==> GITHUB_STEP_SUMMARY <==
### Metrics collected by this job

| Metric | Value |
|---|---|
| Status | completed |
| Number of global-route vias before repair | roughly 1000 |
| Tool warning count | 27 |
| Mapped Cells | 167 |
| Clock-pin transition on the worst setup and hold timing paths | about 0.080 ns |
| Syn Area/Cell | 9.965 sq um |
| Initial DRC Count | about 46 |
| WL per Instance | 11.29 um |
| Fmax | around 460 MHz |
| Die width | 66.50 um |
| Initial Util | 41.60% |
| Worst path cell trace | and2_1, clkdlybuf4s50_1 |
| Top cell area share | between 50% and 60% |
| Filler Cell Count | 356 |
| Fin Clk Skew | roughly 0.0067 ns |
| CP max stage delay | 0.45 ns |
| CP max-delay cell | clkdlybuf4s50_1 |
| Ports | 24 |
| Predominant post-synthesis flop cell | dfxtp_1 |
| Largest net degree at the start of global routing | 14 |
| Crit path capture type | primary output |
| List of most frequent post-synthesis cells | dfxtp_1 (44), and2_1 (17), nor2_1 (14) |
| Post-synth cell types | 34 |
| Arr. time, crit path | 1.23 ns |
| Num Clock Sinks | 44 |
| Power density over the cells | 302.1 nW/um^2 |
| Drt drc | 0 |
| Async set or reset register ratio after synthesis | 0% |
| Total number of vias | 1183 |
| Dpl ws | 2.848 ns |
| Yosys reg bits | 44 |
| CTS Buf Count | 5 |
| Antenna violations before repair | 0 |
| Worst setup SP type | register |
| Post-DRT Antenna Nets | 0 |
| CTS tree | yes |
| CP bufs+invs | 1 |
| Area leader, netlist | dfxtp_1 |
| Post-Syn Area | approximately 1700 sq um |
| Period utilization | a little under half |
| Final WS setup | approximately 2.5 ns |
| Worst EP required | roughly 3.8 ns |
| Post-CTS Hold Buffers | 0 |
| YS chip area | 1664 sq um |
| CTS H-Tree Depth | 2 |
| Largest cells by area | dfxtp_1 (53%), and2_1 (6.4%), nor2_1 (3.2%), xnor2_1 (3.2%), xor2_1 (3.2%) |
| Synth Warn # | 0 |
| RSZ-0062 raised after global routing | false |
| Final tally of setup violations | 0 |
| Worst VDD drop | 0.1413 mV |
| Post-synthesis sequential area ratio | 52.93% |
| Crit-path max FO | 3 |
| Final Hold Vio Count | 0 |
| Vias per Instance | 4.888 |
| Cell with the most instances after synthesis | dfxtp_1 |
| DP HPWL | 1.907 mm |
| Antenna Cells | 0 |
| Tmin final | 2.170 ns |
| Post-Route WL | 2.733 mm |
| First drt pass iteration count | 4 |
| Number of post-CTS setup repair buffers | 0 |
| Root Buffer | clkbuf_8 |
| FP Rows | 23 |
| Max-slew violation count | 0 |
| HP Class | reg -> reg |
| Buffers on Ports | 23 |
| CTS resizes | 0 |
| CTS max path bufs | 2 |
| Number of max-cap violations | 0 |
| Die area | 4422 sq um |
| Final GP Congestion | 0.8010 |
| First-pass GRT wire length | 4.609 mm |
| Crit path max-delay family | buffers and inverters |
| Leak | 0.7343 nW |
| P&R area growth vs syn | 21.43% |
| Die Y | ~67 um |
| Worst Tran Pin Value | 0.5330 ns |
| Post-route setup TNS | 0 ns |
| Ys cells | approximately 170 |
| Crit Path Class | reg -> out |
| Post-synth EDFFs | 0 |
| Layout cells sized above 1 | roughly 7.8% |
| Core area | 4000 sq um |
| Overflow after GRT | 0 |
| Slew HR | 64.09% |
| Tot GR Track Use | around 14% |
| Clock Latency Late Sink | 0.29 ns |
==> final timing paths <==
check / start / to / slack, ns / depth (start not counted)
worst max-delay path: h_on$_SDFFE_PN1N_ / video_on / 2.53 / 2
worst min-delay path: h_cntr[0]$_SDFF_PN0_ / h_cntr[0]$_SDFF_PN0_ / 0.48 / 1
worst max register to register: h_cntr[8]$_SDFF_PN0_ / v_cntr[8]$_SDFFE_PN0N_ / 2.80 / 4
worst min register to register: h_cntr[0]$_SDFF_PN0_ / h_cntr[0]$_SDFF_PN0_ / 0.48 / 1
==> routing by layer <==
layer	wire [um]	track usage, %
met5	0	0
met1	1412	20.99
met2	1136	21.05
met4	47	2.128
met3	137	3.819
==> area by class of cell <==
cell class / instances / area (sq um) / area share (%)
repair buffers: 24 / 237.7 / 11.76
clock buffers: 6 / 82.58 / 4.087
multi-input cells: 112 / 732.0 / 36.22
flip-flops and latches: 44 / 880.8 / 43.59
clock inverters: 2 / 10.01 / 0.4954
well taps: 50 / 62.56 / 3.096
inverters: 4 / 15.01 / 0.7430
==> state kept, by name, summed over array words and instances, names as in the netlist <==
name and count:
h_cntr 10, h_sync 1, pixel_y 10, v_sync 1, h_on 1, v_cntr 10
pixel_x 10, v_on 1
==> layout by cell type, fill, tap and decap left out, drive strengths merged, types with 5 or more instances in the layout <==
cell type	count
dfxtp	44
clkdlybuf4s50	23
and2	17
nor2	14
nand3	9
nand2	8
xor2	6
xnor2	6
clkbuf	6
nor3	6
o21ai	5
==> worst reg2reg max path: stages (launching register included) <==
cell and delay (ns):
dfxtp_1 0.50, or4b_4 0.55, or4_4 0.47, nor3_2 0.15
xor2_1 0.16
==> metrics by stage <==
step | area, sq um | power (mW) | util, % | hold WS (ns) | std cells
4_1_cts | 2021 | 0.6180 | 50.52 | 0.4900 | 242
2_1_floorplan | 1664 | 0.3817 | - | 0.4198 | 167
3_5_place_dp | 1928 | 0.3825 | 48.20 | 0.4662 | 234
5_1_grt | 2021 | 0.6344 | 50.52 | 0.5086 | 242
6_report | 2021 | 0.6105 | 50.52 | 0.4812 | 242
3_3_place_gp | 1928 | 0.3825 | 48.20 | 0.4548 | 234
==> power by group <==
group / leakage (nW) / switching [mW] / internal, mW / total [mW]
sequential: 0.355 / 0.0000937 / 0.373 / 0.373
clock: 0.0510 / 0.120 / 0.117 / 0.237
combinational: 0.329 / 0.0000737 / 0.000682 / 0.000756
==> cells by family after synthesis <==
| group | Yosys count | share of synthesized area, % |
|---|---|---|
| AND-OR/OR-AND | 14 | 4.812 |
| XOR/XNOR | 12 | 6.316 |
| adder cells (fa/ha/maj) | 4 | 3.008 |
| buffers and inverters | 11 | 3.082 |
| flip-flops | 44 | 52.93 |
| multiplexers | 3 | 1.805 |
| other | 1 | 0.2253 |
| AND/OR/NAND/NOR | 78 | 27.82 |
Power is estimated from default activity; no workload was simulated.
