`run.sh`:
```
#!/bin/bash
# OpenROAD 26Q1-2900-gdf79404cd8, Yosys 0.63+post, stock flow scripts
make -C /OpenROAD-flow-scripts/flow DESIGN_CONFIG=/design/flow/config.mk WORK_HOME=/design/flow/orfs finish
```
`config.mk`:
```
export PLATFORM = sky130hd
export DESIGN_NAME = Phase2_UART
export DESIGN_NICKNAME = Phase2_UART
export VERILOG_FILES = /design/flow/design.v
export SDC_FILE = /design/flow/constraint.sdc
export NUM_CORES = 4
export LEC_CHECK = 1
export CORE_UTILIZATION = 40
export SYNTH_HDL_FRONTEND = slang
```
`constraint.sdc`:
```
current_design Phase2_UART

set clk_period 3.7
set clk_io_pct 0.2

create_clock -name clk0 -period $clk_period [get_ports {clk}]

set non_clock_inputs [all_inputs -no_clocks]
set_input_delay [expr $clk_period * $clk_io_pct] -clock clk0 $non_clock_inputs
set_output_delay [expr $clk_period * $clk_io_pct] -clock clk0 [all_outputs]
```
`design.v`:
```
`timescale 1ns / 1ps
module ASYNC_Receiver (
    input clk,
    input RxD,
    output [7:0] RxD_data,
    output reg data_ready = 0
    );
    reg [15:0] oversampling_register = 0;
    reg [8:0] input_register;
    reg [3:0] counter = 0;
    reg [2:0] start_bit_detection_oversampler = 0;
    reg [3:0] start_bit_detection = 0;
    reg [3:0] bit_number = 0;
    reg [4:0] sum = 15;
	 reg count_done=0,start_bit = 0;
    parameter ClkFrequency = 24000000;  
    parameter Baud = 115200;
    parameter BaudGeneratorAccWidth = 16;
    parameter BaudGeneratorInc = ((Baud<<(BaudGeneratorAccWidth-4))+(ClkFrequency>>5))/(ClkFrequency>>4);
    reg [BaudGeneratorAccWidth:0] BaudGeneratorAcc = 0;
    always @(posedge clk)
        BaudGeneratorAcc <= BaudGeneratorAcc[BaudGeneratorAccWidth:0] + BaudGeneratorInc;
    wire BaudTick_16 = BaudGeneratorAcc[BaudGeneratorAccWidth-5];
    always @(posedge clk)begin
        if(data_ready && start_bit) start_bit <= 0;
        if(!start_bit && start_bit_detection_oversampler < 7)begin
            start_bit_detection_oversampler <= start_bit_detection_oversampler +1;
            start_bit_detection[start_bit_detection_oversampler] <= RxD;
        end
        if (start_bit_detection_oversampler == 7) begin
            if (start_bit_detection <= 1) start_bit <= 1;
            start_bit_detection_oversampler <= 0;
        end
    end
    always @(posedge BaudTick_16) begin
        if (counter <15) begin
            count_done <= 0;
           if(start_bit) counter <= counter+1;
        end
        oversampling_register[counter] <= RxD;
        if (counter == 15) begin
            counter <= 0;
            sum <= oversampling_register[0]+oversampling_register[1]+oversampling_register[2]+oversampling_register[3]+oversampling_register[4]+oversampling_register[5]+oversampling_register[6]+oversampling_register[7]+oversampling_register[8]+oversampling_register[9]+oversampling_register[10]+oversampling_register[11]+oversampling_register[12]+oversampling_register[13]+oversampling_register[14]+oversampling_register[15];
            count_done <= 1;
        end
        if (start_bit && count_done) begin
            if (sum > 8) input_register[bit_number] <= 1;
            else input_register[bit_number] <= 0;
            if(bit_number < 8) bit_number <= bit_number+1;
        end
        if (bit_number == 8 && count_done) begin
            bit_number <= 0;
            data_ready <= 1;
        end
        if (data_ready) data_ready <=0;   
    end
		assign RxD_data = input_register[8:1];   
endmodule
`timescale 1ns / 1ps
module ASYNC_Transmitter(
    input clk,TxD_start,
    input [7:0] TxD_data,
    output TxD
    );
	 reg busy = 0;
    reg [3:0] counter = 0;
    reg [9:0] T_register = 10'b10_0000_0000;
    reg out =1,TxD_start_flag = 0;
    parameter ClkFrequency = 24000000;  
    parameter Baud = 115200;
    parameter BaudGeneratorAccWidth = 16;
    parameter BaudGeneratorInc = ((Baud<<(BaudGeneratorAccWidth-4))+(ClkFrequency>>5))/(ClkFrequency>>4);
    reg [BaudGeneratorAccWidth:0] BaudGeneratorAcc = 0;
    always @(posedge clk)
    BaudGeneratorAcc <= BaudGeneratorAcc[BaudGeneratorAccWidth:0] + BaudGeneratorInc;
    wire BaudTick = BaudGeneratorAcc[BaudGeneratorAccWidth-1];
    always @(posedge clk) begin
        if((!TxD_start_flag) && TxD_start && !busy) begin
            TxD_start_flag <= 1;
            T_register[8:1] <= TxD_data;
        end
        if(busy && TxD_start_flag) begin 
            TxD_start_flag <= 0;
        end
    end 
    always @(posedge BaudTick) begin
            if(TxD_start_flag && !(busy))  busy <= 1;
            else if (busy) begin
                if (counter < 9)   counter <= counter+1;
                out <= T_register[counter];
                if (counter == 9) begin
                    busy <= 0;
                    counter <= 0;
                end
            end
    end
	 assign TxD = out;	 
endmodule
`timescale 1ns / 1ps
module Phase2_UART(
		input clk,
		input RxD,
		output TxD,
		output reg [6:0] Frequency,
		output reg [3:0] Amplitude,
		output reg [1:0] Wave_type,
		output reg [7:0] test
    );
	 wire RxD_ready;
    wire ready;
    wire [7:0] RxD_data;
	 reg [7:0] ToTransmitData = 0;
	 reg flag = 0;
	 reg start_transmission = 0;
	 reg [7:0] Received_data = 0;
	 reg Received_data_ready = 0;
	 reg start_transmission_flag = 0;
	initial begin
		Frequency = 10;
		Amplitude = 7;
		Wave_type = 1;
	end
	 always @(posedge clk) begin
		if(start_transmission_flag)begin
				start_transmission <= 1;
				start_transmission_flag <= 0;
		end
		if(start_transmission) start_transmission <= 0;
		if(Received_data_ready) begin
				test <= Received_data;
			case (Received_data[7:6])
					3 : Frequency <= Received_data[6:0];
					2 : Frequency <= Received_data[6:0];
					1 : Amplitude <= Received_data[3:0];
					0 : Wave_type <= Received_data[1:0];
			endcase
		end
	end	
    ASYNC_Receiver RX(.clk(clk), .RxD(RxD), .data_ready(RxD_ready), .RxD_data(RxD_data));
    ASYNC_Transmitter TX(.clk(clk), .TxD(TxD), .TxD_data(ToTransmitData) , .TxD_start(start_transmission));
    always @(posedge clk) begin
        if(RxD_ready && !flag)begin
            Received_data <= RxD_data;
            Received_data_ready <= 1;
            flag <= 1;
        end
        if(flag) Received_data_ready <= 0;
        if(!RxD_ready) flag <= 0;
    end 
endmodule
```
==> metrics.csv <==
metric,value,unit
CP Capture Type,output port,
Worst EP required,2.96,ns
share of layout cells above drive strength 1,6.842,%
"Setup violations, final",0,
Register Area,2883,sq um
count of unclocked register or latch pins,45,
1st-pass router iterations,4,
number of global-route vias before repair,2308,
HP Class,reg -> reg,
Die Width,108.7,um
crit path cell chain,clkdlybuf4s50_1,
fillers,939,
tool warnings,38,
global-route wire length before repair,10.33,mm
Ports,24,
Dominant cell area share,43.49,%
Worst-Margin Slew,0.6297,ns
Post-CTS Setup Inserts,0,
Tmin final,1.847,ns
Clock Latency Late Sink,0.32,ns
vias per cell,4.527,
status,"finished, final reports clean",
synthesized area,4557,sq um
Syn Area/Cell,13.25,sq um
Worst R2R Setup Slack,2.27,ns
leading area contributor after synthesis,edfxtp_1,
Yosys Instances,344,
synthesized instance count,344,
hold buffers post-CTS,0,
flip-flops with a built-in enable,66,
Post-DP Area,4952,sq um
Slew headroom,57.93,%
diode count,0,
Commonest Layout Cell,edfxtp_1,
register share after synthesis,63.26,%
final tally of hold violations,0,
initial antenna violation count,0,
RSZ-0062 raised after global routing,no,
most frequent cells in the layout,"66 x edfxtp_1, 45 x dfxtp_1, 38 x inv_1, 24 x ha_1",
"Registers, synthesis",111,
Worst Clk Skew,0.005895,ns
row cnt,38,
Top cells by area,"edfxtp_1 43%, dfxtp_1 20%, ha_1 6.6%, xnor2_1 4.4%, fa_1 4.4%",
maximum clock path buffer count,2,
IO buf count,23,
Iteration-0 DRC Markers,129,
Yosys Chip Area,4557,sq um
Die H,108.7,um
Hold Slack,0.4038,ns
Final Wtd Congestion,0.7598,
Setup Total Neg Slack,0,ns
maximum number of pins on one net before global-route repair,41,
H-tree Lvls,3,
endpoints left unconstrained,89,
CTS tree,built,
Layout area overhead,16.39,%
post-layout util,48.29,%
Post-DP HPWL,4.239,mm
Unique cell types,41,
CP Buf/Inv Count,1,
drt wl/cell,11.17,um
CP arrival,1.11,ns
kind of critical path,reg -> out,
CTS Buf Count,9,
routed wire length,5.807,mm
Max Clk Rate,0.5413,GHz
clock slew at reported path FFs,0.06,ns
LEAKAGE,0.002048,uW
DIE AREA,11820,sq um
Max-Cap Viols,0,
Power Density,329.6,nW/um^2
MI comb area,1514,sq um
Crit-path slowest cell,clkdlybuf4s50_1,
Finished Cell Area,5304,sq um
CTS resizes,0,
yosys warns,0,
Tcrit/Tclk final,49.93,%
DR vias,2354,
post-synthesis async set-or-reset flop share,0,%
main flop type,edfxtp_1,
CP Max Fanout,1,
"slowest stage delay, CP",0.46,ns
CTS root buffer,clkbuf_16,
"CP delay by family, top",buffers and inverters,
Max Slew Vio Count,0,
Initial Util,41.49,%
# DRC,0,
grt ovf,0,
remaining antenna violation count,0,
Max VDD drop,335.9,uV
crit start category,register,
GR Util All Layers,11.46,%
core area,10980,sq um
-- kinds of logic (layout without fill, tap and decap cells) --
logic type	Yosys count	after routing	synth area share, %
adder cells (fa/ha/maj)	34	34	10.98
multiplexers	3	3	0.6864
AND/OR/NAND/NOR	92	92	11.09
buffers and inverters	42	78	3.515
XOR/XNOR	29	29	5.574
flip-flops	111	111	63.26
AND-OR/OR-AND	33	33	4.888
-- layer usage --
metal / share of wire (%) / global-route usage [%] / wire length, um / up-vias
met3: 4.0 / 2.803 / 234 / 6
met1: 50 / 17.94 / 2912 / 1081
li1: - / - / - / 1222
met5: 0 / 0 / 0 / -
met2: 45 / 17.90 / 2618 / 45
met4: 0.72 / 1.158 / 42 / 0
-- stage by stage --
stage	std cells	worst slack, ns	total power [uW]
5_1_grt	520	1.785	1807
6_report	520	1.853	1748
3_5_place_dp	504	1.832	781.7
3_3_place_gp	504	1.890	781.4
4_1_cts	520	1.826	1771
2_1_floorplan	344	2.401	778.1
-- where the power goes --
part | leakage, uW | internal (uW) | switching, uW
logic | 0.000904 | 0.925 | 2.52
registers | 0.000970 | 763 | 0
clock network | 0.000173 | 678 | 304
-- synthesized netlist by cell type (6+ instances only) --
master,count
xnor2_1,23
nor2_1,19
inv_1,38
and2_1,17
nor2b_1,7
nand2_1,17
a21oi_1,8
ha_1,24
and3_1,13
edfxtp_1,66
nand2b_1,6
dfxtp_1,45
o21ai_0,10
fa_1,10
xor2_1,6
-- registers in the layout, summed over array words and instances (netlist names), 2 cells and up, named ones only --
| signal | flops |
|---|---|
| RX.oversampling_register | 16 |
| TX.BaudGeneratorAcc | 16 |
| RX.BaudGeneratorAcc | 12 |
| Received_data | 8 |
| test | 8 |
| Frequency | 7 |
| RX.sum | 5 |
| Amplitude | 4 |
| RX.bit_number | 4 |
| RX.counter | 4 |
| TX.counter | 4 |
| RX.start_bit_detection | 3 |
| RX.start_bit_detection_oversampler | 3 |
| Wave_type | 2 |
-- final timing paths --
check        cells past startpoint                                                from                             end
max                              1                                   test[4]$_DFFE_PP_                         test[4]
min reg2reg                      1                      RX.BaudGeneratorAcc[0]$_DFF_P_  RX.BaudGeneratorAcc[0]$_DFF_P_
max reg2reg                      4  RX.start_bit_detection_oversampler[0]$_SDFFE_PP0P_            RX.start_bit$_DFF_P_
min                              1                      RX.BaudGeneratorAcc[0]$_DFF_P_  RX.BaudGeneratorAcc[0]$_DFF_P_
-- layout make-up --
type | count | share of cell area [%]
repair buffers | 24 | 4.482
inverters | 38 | 2.689
clock buffers | 10 | 4.506
well taps | 140 | 3.303
flip-flops and latches | 111 | 54.35
multi-input cells | 191 | 28.54
clock inverters | 6 | 2.123
Power is estimated from default activity; no workload was simulated.
