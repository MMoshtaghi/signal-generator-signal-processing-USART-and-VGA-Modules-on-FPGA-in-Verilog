==> ./design.v <==
`timescale 1ns / 1ps
module Handler(
    input video_on,
    input clk,
    input h_sync,
    input v_sync,
    input [9:0] function_out,
    input change_command,
	 input [9:0] pixel_x,
	 input [9:0] pixel_y,
	 input [8:0] RAM1_out,
	 input [8:0] RAM2_out,
	 input [9:0] fft_out_abs,
	 input fft_data_valid,
	 output tick_640k,
	 output reg [8:0] RAM1_In = 0,
	 output reg [9:0] RAM1_address = 0,
	 output reg RAM1_wr_en = 0,
	 output reg [8:0] RAM2_In = 0,
	 output reg [9:0] RAM2_address = 0,
	 output reg RAM2_wr_en = 0,
	 output reg [2:0] rgb = 0
    );
wire change_happening;
reg change_done = 0;
reg fft_sampling = 0; 
reg RAM1_changing = 0;
reg RAM2_changing = 0;
assign change_happening = RAM1_changing | RAM2_changing;
	parameter ClkFrequency = 24_000_000;  
	parameter Baud = 640_000;
	parameter BaudGeneratorAccWidth = 16;
	parameter BaudGeneratorInc = ((Baud<<(BaudGeneratorAccWidth-8)))/(ClkFrequency>>8);
	reg [BaudGeneratorAccWidth:0] BaudGeneratorAcc = 0;
	always @(posedge clk)
	  BaudGeneratorAcc <= BaudGeneratorAcc[BaudGeneratorAccWidth-1:0] + BaudGeneratorInc;
	assign tick_640k = BaudGeneratorAcc[BaudGeneratorAccWidth];
always @(posedge clk) begin
        if (change_command == 1 && change_happening == 0)begin
                RAM1_changing <= 1;
					 RAM2_changing <= 1;
                RAM1_wr_en <= 1;
					 RAM2_wr_en <= 1;
        end
		  if(change_happening == 1 && fft_data_valid == 1 && fft_sampling == 0)
						fft_sampling <= 1;
		if ( video_on == 1 && change_happening == 0)begin
				if(pixel_x < 639 && pixel_y < 239)begin
						RAM1_address <= pixel_x + 1;
						if(pixel_y == RAM1_out)begin
								rgb <= 3'b111;
						end
						else if (pixel_y != RAM1_out)begin
								rgb <= 3'b000;
						end
				end
				else if(pixel_x < 639 && pixel_y >= 239)begin
						RAM2_address <= pixel_x + 1;
						if(pixel_y == RAM2_out)begin
									rgb <= 3'b111;
						end
						else if (pixel_y != RAM1_out)begin
								rgb <= 3'b000;
						end
				end
				else if (pixel_x >= 639)begin
						RAM1_address <= 0;
						RAM2_address <= 0;
				end
			end
		else if (change_happening == 1)
				rgb <= 3'b000;
        if(RAM1_changing == 1 && tick_640k == 1) begin
                if(RAM1_address < 639) begin
                        RAM1_address <= RAM1_address + 1;
                        RAM1_In <= 120-( (function_out >> 2) - 25);
                end
                else if (RAM1_address == 639) begin
                        RAM1_address <= 0;
								RAM1_wr_en <= 0 ;
								RAM1_changing <= 0 ;
                end
        end
			if(RAM2_changing == 1 && fft_sampling == 1)begin
					if(RAM2_address < 639)begin
								RAM2_address <= RAM2_address + 1;
                        RAM2_In <= 320-( (fft_out_abs >> 2) - 25);
                end
                else if (RAM2_address == 639) begin
                        RAM2_address <= 0;
								fft_sampling  <= 0;
								RAM2_wr_en <= 0;
								RAM2_changing <= 0;
                end
        end		
        if(change_done == 1)
                change_done <= 0;
end
endmodule
==> ./run.sh <==
#!/bin/bash
# OpenROAD 26Q1-2900-gdf79404cd8, Yosys 0.63+post, stock flow scripts
make -C /OpenROAD-flow-scripts/flow DESIGN_CONFIG=/design/flow/config.mk WORK_HOME=/design/flow/orfs finish
==> ./config.mk <==
export PLATFORM = sky130hd
export DESIGN_NAME = Handler
export DESIGN_NICKNAME = Handler
export VERILOG_FILES = /design/flow/design.v
export SDC_FILE = /design/flow/constraint.sdc
export NUM_CORES = 4
export LEC_CHECK = 1
export CORE_UTILIZATION = 30
export SYNTH_HDL_FRONTEND = slang
==> ./constraint.sdc <==
current_design Handler

set clk_period 3.0
set clk_io_pct 0.2

create_clock -name clk0 -period $clk_period [get_ports {clk}]

set non_clock_inputs [all_inputs -no_clocks]
set_input_delay [expr $clk_period * $clk_io_pct] -clock clk0 $non_clock_inputs
set_output_delay [expr $clk_period * $clk_io_pct] -clock clk0 [all_outputs]
==> impl_metrics.csv <==
group,metric,value,unit
floorplan,die_w,107.4,µm
synth,ff_type,"dfxtp_1",
critical_path,critPathKind,"input port to flop",
cts,hold_buffers,0,
routing,wl_per_cell,14.05,µm
cts,cts_buffers,9,
synth,yosys.area.top_type,"dfxtp_1",
synth,ys_cells,354,
sta,finalHoldViolCount,0,
cts,post-cts-setup-buffers,0,
cts,cts_sinks,63,
sta,layout_min_cycle_time,2337,ps
routing,via_per_inst,4.915,
critical_path,r2r_end,"RAM2_address[5]",
sta,finalSetupViolCount,0,
critical_path,start_kind,"input port",
cells_and_area,fillers,1040,
sta,rsz0062_at_grt,"false",
synth,synthDominantCellAreaShare,25.23,%
synth,yosysUniqueCellTypes,54,
critical_path,endpoint_kind,"flop",
power,power_density,375.7,nW/µm²
critical_path,ff2ff_setup_slack,810,ps
place,dp_hpwl,6558,µm
place,place_area,4532,µm²
synth,ys_warn_count,0,
global_route,grt_max_degree,15,
cells_and_area,fin_util,43.43,%
synth,syn_area,3332,µm²
critical_path,r2r-start,"RAM2_address[0]",
cts,clk_pin_slew,80,ps
cells_and_area,syn2layout_area_growth,41.31,%
sta,hold_slack,427.3,ps
routing,first_pass_iters,4,
synth,synthArstFlopShare,0,%
critical_path,crit_required,3080,ps
worst_hold_path,hold_end,"BaudGeneratorAcc[0]",
sta,finalClockPeriodUsage,77.88,%
routing,num_vias,2998,
synth,ys.flops,63,
power,vdd.ir_drop.worst,159.7,µV
flow_run,log.warning_count,31,
floorplan,fp.dieH,107.4,µm
cts,cts_resized,0,
cells_and_area,logic_area,1747,µm²
routing,diodes,0,
floorplan,num_rows,38,
synth,synth_cells,354,
critical_path,critPathMaxFanout,7,
sta,max_freq,428.0,MHz
floorplan,dieArea,11530,µm²
global_route,groute.usage.overall,15.41,%
cts,cts_tree,"yes",
critical_path,startpoint,"pixel_x[0]",
status,status,"finished clean",
sta,tightest_slew,758.1,ps
floorplan,core_area,10840,µm²
global_route,grt_pass1_vias,2837,
floorplan,fp_util,30.74,%
synth,synth_seq_share,44.16,%
critical_path,arrival,2420,ps
sta,tns,0,ps
place,place.gp.congestion,0.8786,
worst_hold_path,hold_path.class,"flop to flop",
cells_and_area,lay_top_count,"clkdlybuf4s50_1",
cells_and_area,regArea,1471,µm²
cells_and_area,layout-drive-gt1-share,7.660,%
cells_and_area,lay_top_cells,"101 x clkdlybuf4s50_1, 42 x dfxtp_1, 31 x xnor2_1, 30 x nor2_1, 23 x nand2_1",
global_route,antenna_found_initial,0,
critical_path,critPathMaxStageDelay,530,ps
global_route,grt_overflow,0,
critical_path,path_cells,"clkdlybuf4s50_1, ha_1, nand3_1, o21ai_2, buf_4, nor2_2, o21bai_1, a21oi_1",
sta,slew_violations,0,
critical_path,reg2reg_depth,6,
place,io_buffers,101,
sta,fin_skew,9.863,ps
floorplan,pin_count,108,
synth,synth-edff-count,21,
flow_run,maxCapViolCount,0,
power,p_total,1.769,mW
global_route,grt_pass1_wl,13770,µm
cts,cts_max_level,3,
routing,ant_nets,0,
cts,cts_max_path_buffers,2,
power,p_leak,1.757,nW
cts,cts_root_buf,"clkbuf_8",
routing,wl,8570,µm
cells_and_area,postLayoutCellArea,4708,µm²
sta,slew_headroom,49.18,%
synth,synth_area_per_cell,9.412,µm²
routing,drt_iter0_markers,150,
worst_hold_path,min_path_cells,1,
critical_path,cpMaxStageDelayCell,"clkdlybuf4s50_1",
worst_hold_path,hp-start,"BaudGeneratorAcc[0]",
synth,ys_chip_area,3332,µm²
routing,drc_errors,0,
synth,area_leaders,"dfxtp_1 25%, edfxtp_1 19%, xnor2_1 8.1%",
cts,clk_latency,350,ps
==> sequential cells by signal, indices dropped and copies added (netlist names) <==
| signal | cells |
|---|---|
| RAM2_In | 9 |
| RAM2_address | 10 |
| RAM1_wr_en | 1 |
| RAM2_wr_en | 1 |
| fft_sampling | 1 |
| RAM1_In | 9 |
| rgb | 3 |
| RAM2_changing | 1 |
| RAM1_address | 10 |
| BaudGeneratorAcc | 17 |
| RAM1_changing | 1 |
==> synthesized netlist by cell type (2+ instances only) <==
cell type	number
nand3_1	17
nor3_1	8
o21ai_0	8
a211oi_1	8
inv_1	18
edfxtp_1	21
a21boi_0	2
clkbuf_1	6
nor2_1	30
nand2b_1	3
o31ai_1	3
nor4_1	3
xnor2_1	31
o31a_1	2
a31oi_1	3
nand4_1	7
mux2i_1	2
nor3_2	3
nand2_1	23
a221oi_1	9
o21ai_1	8
a21oi_1	22
ha_1	6
and3_1	7
or4_1	2
o21bai_1	4
or2_2	2
o22ai_1	5
a311oi_1	3
xor2_1	20
a31o_2	2
dfxtp_1	42
o21a_1	3
==> worst max-delay path by stage <==
stage / endpoint / slack, ps / depth (start not counted)
5_1_grt: rgb[0] / 570 / 8
4_1_cts: RAM1_address[3] / 700 / 7
6_report: rgb[0] / 660 / 8
==> worst max-delay path: cells and delay by family <==
family	cells	cell delay, ps
compound gates	3	580
fa+ha+maj	1	280
buf+inv	2	760
simple gates	2	200
==> logic make-up after synthesis <==
kind of cell	synth area share (%)
buffers and inverters	3.417
xor gates and xnor gates	13.41
adders and majority gates	2.253
and+or+nand+nor	17.20
muxes	0.6009
DFF	44.16
AOI/OAI and AO/OA	18.96
==> stage by stage <==
| stage | instances | setup slack (ps) |
|---|---|---|
| after floorplan | 354 | 1050 |
| final | 610 | 663.4 |
| after CTS | 610 | 703.0 |
| after global routing | 610 | 565.7 |
| after detailed placement | 594 | 315.1 |
| after global placement | 594 | 364.5 |
==> layout make-up <==
class	count	area share (%)
multi-input combinational	264	37.10
sequential	63	31.25
timing repair buffer	109	22.75
tap	140	3.720
clock buffer	9	2.631
inverter	18	1.435
clock inverter	7	1.116
==> where the power goes <==
group / internal (mW) / switching, mW / total [mW]
Sequential: 0.884 / 0.00356 / 0.888
Combinational: 0.115 / 0.0786 / 0.194
Clock: 0.310 / 0.377 / 0.687
==> layer usage <==
metal / global-route usage, % / vias to the layer above / share of wire [%]
li1: - / 1530 / -
met1: 23.35 / 1399 / 48
met2: 24.15 / 56 / 46
met4: 2.446 / 0 / 1.8
met5: 0 / - / 0
met3: 2.531 / 13 / 4.3
No activity file was given, so power comes from the tool's default toggle rates.
